==> ./design.v <==
`timescale 1 ns / 1 ps
module liangzhu_player (
	clk,
	i_button_n,
	o_audio
);
input clk;
input i_button_n;
output o_audio;
reg [23:0] counter_4Hz;
reg [23:0] counter_6MHz;
reg [13:0] count;
reg [13:0] origin;
reg audio_reg;
reg clk_6MHz;
reg clk_4Hz;
reg [4:0] note;
reg [7:0] len;
assign o_audio = i_button_n ?  1'b1 : audio_reg;
always @ (posedge clk) begin
	counter_6MHz <= counter_6MHz + 1'b1;
	if (counter_6MHz == 1) begin
		clk_6MHz = ~clk_6MHz;
		counter_6MHz <= 24'b0;
	end
end
always @ (posedge clk) begin
	counter_4Hz <= counter_4Hz + 1'b1;
	if (counter_4Hz == 2999999) begin	
		clk_4Hz = ~clk_4Hz;
		counter_4Hz <= 24'b0;
	end
end
always @ (posedge clk_6MHz) begin
    if(count == 16383) begin
        count = origin;
        audio_reg = ~audio_reg;
    end else
		count = count + 1;
end
always @ (posedge clk_4Hz) begin
	case (note)
		'd1: origin <= 'd4916;
		'd2: origin <= 'd6168;
		'd3: origin <= 'd7281;
		'd4: origin <= 'd7791;
		'd5: origin <= 'd8730;
		'd6: origin <= 'd9565;
		'd7: origin <= 'd10310;
		'd8: origin <= 'd010647;
		'd9: origin <= 'd011272;
		'd10: origin <= 'd011831;
		'd11: origin <= 'd012087;
		'd12: origin <= 'd012556;
		'd13: origin <= 'd012974;
		'd14: origin <= 'd013346;
		'd15: origin <= 'd13516;
		'd16: origin <= 'd13829;
		'd17: origin <= 'd14108;
		'd18: origin <= 'd11535;
		'd19: origin <= 'd14470;
		'd20: origin <= 'd14678;
		'd21: origin <= 'd14864;
		default: origin <= 'd011111;
    endcase             
end
always @ (posedge clk_4Hz) begin
	if (len == 63)
		len <= 0;
    else
		len <= len + 1;
	case (len)
		0: note <= 3;
		1: note <= 3;
		2: note <= 3;
		3: note <= 3;
		4: note <= 5;
		5: note <= 5;
		6: note <= 5;
		7: note <= 6;
		8: note <= 8;
		9: note <= 8;
		10: note <= 8;
		11: note <= 6;
		12: note <= 6;
		13: note <= 6;
		14: note <= 6;
		15: note <= 12;
		16: note <= 12;
		17: note <= 12;
		18: note <= 15;
		19: note <= 15;
		20: note <= 15;
		21: note <= 15;
		22: note <= 15;
		23: note <= 9;
		24: note <= 9;
		25: note <= 9;
		26: note <= 9;
		27: note <= 9;
		28: note <= 9;
		29: note <= 9;
		30: note <= 9;
		31: note <= 9;
		32: note <= 9;
		33: note <= 9;
		34: note <= 10;
		35: note <= 7;
		36: note <= 7;
		37: note <= 6;
		38: note <= 6;
		39: note <= 5;
		40: note <= 5;
		41: note <= 5;
		42: note <= 6;
		43: note <= 8;
		44: note <= 8;
		45: note <= 9;
		46: note <= 9;
		47: note <= 3;
		48: note <= 3;
		49: note <= 8;
		50: note <= 8;
		51: note <= 8;
		52: note <= 5;
		53: note <= 5;
		54: note <= 8;
		55: note <= 5;
		56: note <= 5;
		57: note <= 5;
		58: note <= 5;
		59: note <= 5;
		60: note <= 5;
		61: note <= 5;
		62: note <= 5;
		63: note <= 5;
	endcase            
end
endmodule
==> ./run.sh <==
#!/bin/bash
# OpenROAD 26Q1-2900-gdf79404cd8, Yosys 0.63+post, stock flow scripts
make -C /OpenROAD-flow-scripts/flow DESIGN_CONFIG=/design/flow/config.mk WORK_HOME=/design/flow/orfs finish
==> ./config.mk <==
export PLATFORM = sky130hd
export DESIGN_NAME = liangzhu_player
export DESIGN_NICKNAME = liangzhu_player
export VERILOG_FILES = /design/flow/design.v
export SDC_FILE = /design/flow/constraint.sdc
export NUM_CORES = 4
export LEC_CHECK = 1
export CORE_UTILIZATION = 50
==> ./constraint.sdc <==
current_design liangzhu_player

set clk_period 5.4
set clk_io_pct 0.2

create_clock -name clk0 -period $clk_period [get_ports {clk}]

set non_clock_inputs [all_inputs -no_clocks]
set_input_delay [expr $clk_period * $clk_io_pct] -clock clk0 $non_clock_inputs
set_output_delay [expr $clk_period * $clk_io_pct] -clock clk0 [all_outputs]
==> results.cfg <==
; physical design summary
[status]
status = complete, no violations

[routing]
num_antenna_cells = 0
via_count = 3062
drtPass1Iterations = 4
wl_per_cell_um = 11.82
drt-total-wl_mm = 6.738
drt_iter0_drc = 65
drc_errors = 0
via_per_inst = 5.372
ant_nets = 0

[power]
p_int_mw = 0.4752
switching_share = 0.1930
share_comb_of_total_power = 0.003
p_seq_frac = 0.629
leakage_nw = 1.664
p_per_area_nw_per_um2 = 131.9
total_power_mw = 0.5888
p_sw_mw = 0.1136
ir_worst_vdd_uv = 161.4
p_clk_frac = 0.368

[global_routing]
grt_pass1_wl_mm = 12.16
grt_start_max_net_pins = 28
grt_pass1_vias = 2783
grt.overflow.total = 0
grtUsageTotal = 0.1693
antenna_found_initial = 0

[synthesis]
yosys_cells = 469
postSynthCellCount = 469
syn_area_um2 = 4284
synth.top_cell.area_share = 0.3925
top_cells_by_count = dfxtp_1, nand2_1, nor2_1, xnor2_1, nand3_1
flop_cell = dfxtp_1
yosysTopAreaCell = dfxtp_1
ys_chip_area_um2 = 4284
top_cell = dfxtp_1
async_flop_share = 0
synth_cell_types = 54
yosysWarnings = 1
postSynthSeqShare = 0.4416
yosys-top-cells-area = dfxtp_1, xnor2_1, edfxtp_1
synth-seq-cells = 91
edf_count = 7
syn_avg_cell_area_um2 = 9.135

[job]
cap_viol_max_count = 0
warnings = 36

[worst_setup_path]
critical_path_arrival_ns = 2.12
cpMaxStageDelayCell = clkdlybuf4s50_1
worst-path-buf-inv = 2
cp-start-kind = input pin
slowest_delay_ns = 0.39
path_cells = clkdlybuf4s50_1 -> or2_2 -> clkdlybuf4s50_1
setup.worst_path.class = input pin to output port
path_max_fanout = 1
critPathTopFamily = buffers and inverters
cp_common_cell = clkdlybuf4s50_1
worstPathRequired_ns = 4.32
critPathCaptureType = output port
reg2reg_slack_ns = 3.20

[timing]
fin_tns_setup_ns = 0
hold_ws_ns = 0.4480
fin_ws_ns = 2.200
post-route-period-util = 0.5926
fmax_mhz = 312.5
relSlewSlack = 0.4516
setup_viol = 0
min_period_ns = 3.200
tightest_slew_ns = 0.8151
finalClockSkew_ns = 0.003989
rsz0062_at_grt = no
hold_viol = 0
unclocked_regs = 41
untimed_endpoints = 46
finalMaxSlewViolations = 0

[cells_and_area]
reg.largest.list = counter_4Hz: 24 flops, counter_6MHz: 24 flops
nFillCells = 771
layout-area-overhead-vs-synth_pct = 4.206
drive_above_1_share = 0.04086
final_util = 0.5406

[floorplan]
rows = 33
io_pins = 3
floorplan.core_util = 0.5188
core-area_um2 = 8258
dieHeight_um = 94.57
die_w_um = 94.57
chip_area_um2 = 8943

[clock_tree]
cts_buffer_depth = 2
cts_resized = 0
cts_root_buf = clkbuf_8
post-cts-setup-buffers = 0
cts_tree = yes
cts_hold_buf = 0
clk_latency_ns = 0.29
clkTransAtPathRegs_ns = 0.08
cts_buffers = 5
htreeDepth = 2

[placement]
place.gp.congestion = 0.8340
place_ws_ns = 2.197
hpwl_mm = 4.997
numPortBuffers = 2

[min_path]
min_path_type = flip-flop to flip-flop
## worst reg2reg max path, cell delays in order, from the launching register on
cell and delay (ns):
dfxtp_1 0.44, nor4b_1 0.32, nand4_1 0.12, or3_1 0.39, nor3_2 0.41, buf_4 0.24
## cell usage in the layout, fill, tap and decap left out, types with 2 or more instances in the layout
master	n
a21oi_1	14
nor3_1	8
o22ai_1	4
inv_1	17
o211ai_1	2
nand2_1	46
clkbuf_8	6
mux2_1	2
nand2b_1	3
nor2b_1	7
nor4_1	9
a31oi_1	6
mux2i_1	2
a32o_1	2
xor2_1	24
edfxtp_1	7
a21o_1	2
xnor2_1	34
mux2_2	2
o21bai_1	2
nor4b_1	3
or4_1	2
buf_4	2
a211o_1	3
and4_1	6
or3_1	5
ha_1	16
o21ai_0	16
nand3_1	25
nor2_1	45
nand4_1	17
dfxtp_1	84
and3_1	16
clkdlybuf4s50_1	2
o31ai_1	3
and2_1	2
mux4_2	2
## area by class of cell
type / instances / area, um^2 / share of cell area
Clock inverter: 1 / 5.005 / 0.001121
Tap cell: 105 / 131.4 / 0.02943
Clock buffer: 7 / 86.33 / 0.01934
Sequential cell: 91 / 1892 / 0.4238
Timing Repair Buffer: 4 / 35.03 / 0.007848
Multi-Input combinational cell: 345 / 2251 / 0.5042
Inverter: 17 / 63.81 / 0.01429
## power groups by stage
stage,Combinational (mW),Sequential (mW),Clock (mW)
4_1_cts,0.00159,0.370,0.226
5_1_grt,0.00180,0.370,0.242
6_report,0.00158,0.370,0.217
## per-layer routing
| layer | vias up | GRT usage | wire (um) |
|---|---|---|---|
| met5 | - | 0 | 0 |
| met4 | 0 | 0.01263 | 36 |
| met1 | 1393 | 0.2714 | 3639 |
| met3 | 4 | 0.02206 | 193 |
| met2 | 31 | 0.2651 | 2868 |
| li1 | 1634 | - | - |
## logic make-up (layout without fill, tap and decap cells)
| family | after synthesis | after routing | synth area share |
|---|---|---|---|
| mux | 8 | 8 | 0.02570 |
| fa+ha+maj | 16 | 16 | 0.04673 |
| xor+xnor | 58 | 58 | 0.1186 |
| flops | 91 | 91 | 0.4416 |
| compound gates | 59 | 59 | 0.08586 |
| buf+inv | 33 | 29 | 0.03300 |
| simple gates | 204 | 204 | 0.2485 |
## through the flow
stage	instances	instance area, um^2
2_1_floorplan	469	4284
3_3_place_gp	562	4373
3_5_place_dp	562	4373
4_1_cts	570	4464
5_1_grt	570	4464
6_report	570	4464
## path summary, 6_finish.rpt
check | from | end | cells after the start
worst max-delay path | i_button_n | o_audio | 3
worst min-delay path | counter_4Hz[0] | counter_4Hz[0] | 1
worst max register to register | counter_4Hz[16] | clk_4Hz | 5
worst min register to register | counter_4Hz[0] | counter_4Hz[0] | 1
No activity file was given, so power comes from the tool's default toggle rates.
